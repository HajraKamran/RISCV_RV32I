--- run.sh ---
#!/bin/bash
# OpenROAD 26Q1-2900-gdf79404cd8, Yosys 0.63+post, stock flow scripts
make -C /OpenROAD-flow-scripts/flow DESIGN_CONFIG=/design/flow/config.mk WORK_HOME=/design/flow/orfs finish
--- config.mk ---
export PLATFORM = sky130hd
export DESIGN_NAME = fetch_pipeline
export DESIGN_NICKNAME = fetch_pipeline
export VERILOG_FILES = /design/flow/design.v
export SDC_FILE = /design/flow/constraint.sdc
export NUM_CORES = 4
export LEC_CHECK = 1
export CORE_UTILIZATION = 30
--- constraint.sdc ---
current_design fetch_pipeline

set clk_period 3.0
set clk_io_pct 0.2

create_clock -name clk0 -period $clk_period [get_ports {clk}]

set non_clock_inputs [all_inputs -no_clocks]
set_input_delay [expr $clk_period * $clk_io_pct] -clock clk0 $non_clock_inputs
set_output_delay [expr $clk_period * $clk_io_pct] -clock clk0 [all_outputs]
--- design.v ---
    module fetch_pipeline(
         input wire clk,
         input wire rst,
         input wire [31:0] instruction_fetch,
         input wire [31:0] pc_pre_address,
         input wire Jal,
         input wire Jalr,
         input wire branch_result,
         input wire load,
         output wire [31:0] instruction,
         output wire [31:0] pre_address
     );
         reg [31:0] pre_address_reg , instruction_reg , flush_pipeline;
          always @ (posedge clk  or negedge rst)begin
            if (!rst)begin
               instruction_reg <= 32'b0;
               pre_address_reg <= 32'b0;  
          end
          else begin
               if(Jal|Jalr|branch_result)begin 
                    instruction_reg <= 32'b0;
                    pre_address_reg <= 32'b0;
                    flush_pipeline <= 1;  
               end
              else if (flush_pipeline) begin
                    instruction_reg <= 32'b0;
                    pre_address_reg <= 32'b0;
                    flush_pipeline <= 0;  
          end
          else if (load) begin
               pre_address_reg <= pre_address;
               instruction_reg <= instruction;
          end
          else begin
               pre_address_reg <= pc_pre_address;
               instruction_reg <= instruction_fetch;
         end
          end
          end
         assign pre_address = pre_address_reg;
         assign instruction = instruction_reg;
    endmodule
==> results.toml <==
# yosys + openroad results
[route]
postRouteAntennaNets = 0
num_antenna_cells = 0
drc = 0
drt_iter0_markers = 55
vias_per_cell = 4.30
first_pass_iters = 4
num_vias = 1943
wirelength_mm = 5.93
wire_per_inst_um = 13.1

[final_timing]
fin_skew_ns = 0.00563
slew_headroom_pct = 47.6
slew_viol_final = 0
worstMarginPinSlew_ns = 0.786
hold_viol_final = 0
fin_crit_ns = 2.02
setup_slack_ns = 0.977
holdWs_ns = 0.514
rsz0062_at_grt = "no"
fin_setup_tns_ns = 0
setup_viol = 0
period_used_pct = 67.4
fmax_ghz = 0.494

[finish]
syn_to_final_growth_pct = 59.8
n_fill_cell = 737
fin_util_pct = 50.4
fin_area_um2 = 4220
final_cells = 452
drive_gt1_share_pct = 5.76

[floorplanning]
fp-row-count = 33
dieArea_um2 = 9190
die_w_um = 95.9
io_pins = 134
initCoreUtil_pct = 31.5
core_area_um2 = 8380
dieHeight_um = 95.9

[synthesis]
synth-seq-area-share_pct = 61.7
ys_seq_elements = 65
top_area_cell = "dfrtp_1"
flop_cell = "dfrtp_1"
area_leaders = "dfrtp_1 (61%), mux2i_1 (24%), nor2_1 (9.1%), buf_6 (2.6%), buf_2 (1.3%)"
yosys_area_um2 = 2640
syn_area_um2 = 2640
top_area_share_pct = 60.6
synthArstFlopShare_pct = 98.5
synth_cells = 210
ys_warn_count = 1
avgSynthCellArea_um2 = 12.6
top_cells_by_count = "dfrtp_1 (64), mux2i_1 (64), nor2_1 (64)"
yosysUniqueCellTypes = 10
ys_cells = 210
edf_count = 1

[critical_path]
arrival_ns = 2.12
reg2reg_slack_ns = 1.28
crit_family = "simple AND/OR/NAND/NOR gates"
worst-path-stages = 3
ff2ff_path_depth = 2
worstReg2RegStart = "flush_pipeline"
startpoint_type = "input pin"
worstSetupPathType = "in2reg"
r2r_end = "flush_pipeline"
end_kind = "flip-flop"
crit_fanout = 51
max_stage_delay_ns = 0.82
critPathSlowestCell = "or4_4"
path_buffers = 1
path_cells = "clkdlybuf4s50_1, or4_4, and2_1"
cp.required_ns = 3.10

[global_routing]
grt_pass1_wl_mm = 9.11
grt_pass1_vias = 1862
grt-ovfl-total = 0
track_usage_pct = 13.2
grt_max_degree = 65
grt_antenna_before_repair = 0

[clocking]
htreeDepth = 3
numCtsBuffers = 9
hold_buffers = 0
cts_tree = "built"
cts_setup_buffers = 0
clockRootBuffer = "clkbuf_8"
post_cts_resized = 0
clkLatencyLatePin_ns = 0.33
cts.path.max_buffers = 2
clk_pin_slew_worst_paths_ns = 0.07
cts_sinks = 65

[placement]
io_buffer_count = 133
dpl_cell_area_um2 = 4030
place.gp.congestion = 0.761
dp_cells = 437
place_ws_ns = 0.635
dp_hpwl_mm = 3.92

[pwr]
powerDensity_nw_per_um2 = 426
p_leak_nw = 1.94
power_mw = 1.80
peakVddDrop_mv = 0.249

[run]
maxCapViolations = 0
warnings = 25

[min_path]
hold_class = "in2async"

[status]
outcome = "completed"
## per-layer routing
layer  vias up  global-route usage, %  part of all wire [%]
li1        958                      -                     -
met1       888                   21.0                    48
met2        88                   18.8                    41
met3         9                   4.18                   9.6
met4         0                   1.87                   1.5
met5         -                      0                     0
## worst register-to-register path: stages (launching register included)
cell and delay [ns]:
edfxtp_1 0.39, or4_4 0.81, and2_1 0.29
## final cells by class
cell class / instances / area [um2] / share of cell area, %
well taps: 105 / 131 / 3.11
clock buffers: 12 / 155 / 3.68
clock inverters: 3 / 40.0 / 0.948
repair buffers: 136 / 1360 / 32.2
multi-input cells: 131 / 905 / 21.4
flip-flops and latches: 65 / 1630 / 38.6
## kinds of logic after synthesis
family,count (synthesis),share of synthesized area [%]
buffers and inverters,14,4.02
flip-flops,65,61.7
multiplexers,64,24.2
AND/OR/NAND/NOR,67,9.99
## where the power goes
group          total [mW]  switching (mW)  internal (mW)
combinational       0.190          0.0695          0.121
clock               0.725           0.303          0.422
sequential          0.885         0.00226          0.883
## placed cells by master (no fill, tap or decap), drive strengths merged, types with 2 or more instances in the layout
cell type / synthesis / routed
clkinv: 0 / 2
buf: 13 / 5
nor2: 64 / 64
mux2i: 64 / 64
clkdlybuf4s50: 0 / 131
dfrtp: 64 / 64
clkbuf: 1 / 12
## worst max-delay path by stage
stage,startpoint,to,slack [ns]
6_report,branch_result,flush_pipeline,0.98
5_1_grt,branch_result,pre_address_reg[17],0.90
4_1_cts,branch_result,flush_pipeline,0.99
Power figures rest on the tool's default switching activity, not on a simulated workload.
